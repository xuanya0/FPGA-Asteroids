[flow/run.sh]
#!/bin/bash
# OpenROAD 26Q1-2900-gdf79404cd8, Yosys 0.63+post, stock flow scripts
make -C /OpenROAD-flow-scripts/flow DESIGN_CONFIG=/design/flow/config.mk WORK_HOME=/design/flow/orfs finish
[flow/config.mk]
export PLATFORM = sky130hd
export DESIGN_NAME = ball
export DESIGN_NICKNAME = ball
export VERILOG_FILES = /design/flow/design.v
export SDC_FILE = /design/flow/constraint.sdc
export NUM_CORES = 4
export LEC_CHECK = 1
export CORE_UTILIZATION = 30
[flow/constraint.sdc]
current_design ball

set clk_period 5.1
set clk_io_pct 0.2

create_clock -name clk0 -period $clk_period [get_ports {frame_clk}]

set non_clock_inputs [all_inputs -no_clocks]
set_input_delay [expr $clk_period * $clk_io_pct] -clock clk0 $non_clock_inputs
set_output_delay [expr $clk_period * $clk_io_pct] -clock clk0 [all_outputs]
[flow/design.v]
module  ball ( input Reset, frame_clk,
					input logic [7:0] keycode,
               output [9:0]  BallX, BallY, BallS );
    logic [9:0] Ball_X_Pos, Ball_X_Motion, Ball_Y_Pos, Ball_Y_Motion, Ball_Size;
    parameter [9:0] Ball_X_Center=320;   
    parameter [9:0] Ball_Y_Center=240;   
    parameter [9:0] Ball_X_Min=0;        
    parameter [9:0] Ball_X_Max=639;      
    parameter [9:0] Ball_Y_Min=0;        
    parameter [9:0] Ball_Y_Max=479;      
    parameter [9:0] Ball_X_Step=1;       
    parameter [9:0] Ball_Y_Step=1;       
    assign Ball_Size = 4;   
    always_ff @ (posedge Reset or posedge frame_clk )
    begin: Move_Ball
        if (Reset)   
        begin 
            Ball_Y_Motion <= 10'd0;  
				Ball_X_Motion <= 10'd0;  
				Ball_Y_Pos <= Ball_Y_Center;
				Ball_X_Pos <= Ball_X_Center;
        end
        else 
        begin 
		  case(keycode)
					8'h04: 
					begin
					Ball_X_Motion <= 10'b1111111111;
					Ball_Y_Motion <= 10'd0;
					end
					8'h07: 
					begin
					Ball_X_Motion <= 10'd1;
					Ball_Y_Motion <= 10'd0;
					end
					8'h1A: 
					begin
					Ball_Y_Motion <= 10'b1111111111;
					Ball_X_Motion <= 10'd0;
					end
					8'h16: 
					begin
					Ball_Y_Motion <= 10'd1;
					Ball_X_Motion <= 10'd0;
					end
				 endcase	
				 if ( (Ball_Y_Pos + Ball_Size) >= Ball_Y_Max )   
					  Ball_Y_Motion <= (~ (Ball_Y_Step) + 1'b1);   
				 else if ( (Ball_Y_Pos - Ball_Size) <= Ball_Y_Min )   
					  Ball_Y_Motion <= Ball_Y_Step;
				 else	 if ( (Ball_X_Pos + Ball_Size) >= Ball_X_Max )   
					  Ball_X_Motion <= (~ (Ball_X_Step) + 1'b1);   
				 else if ( (Ball_X_Pos - Ball_Size) <= Ball_X_Min )   
					  Ball_X_Motion <= Ball_X_Step;
				 Ball_Y_Pos <= (Ball_Y_Pos + Ball_Y_Motion);   
				 Ball_X_Pos <= (Ball_X_Pos + Ball_X_Motion);
		end  
    end
    assign BallX = Ball_X_Pos;
    assign BallY = Ball_Y_Pos;
    assign BallS = Ball_Size;
endmodule
==> impl_metrics.py <==
# Metrics from the implementation run
metrics = {
    "hold_path": {
        "timing.hold.worst.class": "reg2reg",
    },
    "routing": {
        "wl_per_cell_um": 12.79,
        "insertedDiodeCount": 0,
        "wl_um": 4388,
        "remaining_drc_errors": 0,
        "first_iter_violations": 63,
        "via_per_inst": 5.003,
        "route.antenna.remaining_nets": 0,
        "dr.pass1.iters": 4,
        "detailroute.via_count": 1716,
    },
    "yosys": {
        "yosysUniqueCellTypes": 43,
        "top_logic_kind": "AND-OR/OR-AND gates",
        "post_synth_main_area_contributors": "dfrtp_1 31%, ha_1 11%, dfstp_2 7.5%, a21oi_1 4.7%, xnor2_1 4.6%",
        "yosys.area_share.simple": 0.1492,
        "yosys.area.top_type": "dfrtp_1",
        "netlist_area_mm2": 0.002113,
        "enable_flop_cells": 0,
        "post_synth_inst_count": 214,
        "yosys_area_mm2": 0.002113,
        "average_cell_area_after_synthesis_um2": 9.875,
        "share_of_flip_flops_with_an_asynchronous_set_or_reset": 1.000,
        "synth.cellmix.adderShare": 0.1255,
        "synth.top_cells.by_count": "26 x dfrtp_1, 20 x a21oi_1, 18 x ha_1",
        "yosys.area_share.aoi": 0.1995,
        "number_of_cell_instances_after_yosys_synthesis": 214,
        "seq_area_frac_synth": 0.3825,
        "synth.ff_latch_count": 32,
        "synthDominantCellAreaShare": 0.3079,
        "most_common_cell": "dfrtp_1",
        "synth-main-ff-cell": "dfrtp_1",
        "yosysWarnings": 1,
        "mux_area_frac": 0,
        "synth_xor_xnor_area_share": 0.07460,
    },
    "clock_network": {
        "h-tree-depth": 2,
        "cts_setup_buffers": 0,
        "cts_buffer_depth": 2,
        "cts_hold_buf": 0,
        "cts-root-buf": "clkbuf_8",
        "cts_num_sinks": 32,
        "post_cts_resized": 0,
        "clk_pin_slew_worst_paths_ps": 70,
        "clock_insertion_delay_worst_skew_ps": 290,
        "tritoncts.num_buffers": 5,
        "tritoncts": "done",
    },
    "finish": {
        "area_delta_synth_final_pct": 21.20,
        "layout-drive-gt1-share": 0.08502,
        "post-route-util": 0.3770,
    },
    "worst_setup_path": {
        "cpLargestDelayFamily": "simple AND/OR/NAND/NOR gates",
        "critical_path.endpoint_type": "register",
        "critPathSlowestCell": "or4_4",
        "worst_path_largest_cell_delay_ps": 680,
        "worst_ep_required_time_ps": 5330,
        "critical_path_arrival_ps": 3060,
        "timing.critical_path.buf_inv": 1,
        "cp-start-kind": "primary input",
        "crit_chain": "clkdlybuf4s50_1 > or3_1 > or4_4 > a2111oi_2 > a21o_1",
        "worstSetupPathType": "in2reg",
        "worstPathMaxFanout": 21,
    },
    "job": {
        "drv_cap": 0,
        "warnings": 25,
    },
    "floorplan": {
        "ios": 40,
        "placeableCoreArea_mm2": 0.006794,
        "die_w_um": 85.93,
        "area_of_the_die_mm2": 0.007384,
        "placement_rows": 30,
        "floorplan.initialDensity": 0.3110,
        "die_h_um": 85.93,
    },
    "timing": {
        "setup_repair_after_global_routing_missed_its_margin": "no",
        "post_route_fraction_of_the_period_consumed_by_the_critical_path": 0.5544,
        "time_the_final_worst_path_needs_with_i_o_delays_and_setup_ps": 2827,
        "worst_slew_margin": 0.4687,
        "final_max_slew_viol_count": 0,
        "finalHoldViolations": 0,
        "clock.fmax_mhz": 353.7,
        "pin_slew_with_the_least_headroom_to_its_limit_ps": 790.4,
        "finClkSkew_ps": 3.441,
        "totalNegativeSetupSlack_ps": 0,
        "setup_violations": 0,
    },
    "placement": {
        "place.detailed.hpwl_um": 3196,
        "place.gp.congestion": 0.8208,
        "io_buffers": 29,
    },
    "grt": {
        "overflow": 0,
        "grt_pass1_wl_um": 7424,
        "antenna_found_initial": 0,
        "grt_pass1_vias": 1554,
        "globalRouteTotalUtil": 0.1269,
        "grt_start_max_net_pins": 33,
    },
    "pwr": {
        "finalPower_w": 0.001757,
        "leakagePower_nw": 1.021,
        "power_per_cell_area_mw_per_mm2": 686.0,
        "max-vdd-ir-drop_v": 0.0001623,
    },
    "outcome": {
        "outcome": "finished, final reports clean",
    },
}
## worst reg2reg max path: stages (launching register included)
cell	delay [ps]
dfrtp_1	430
or4b_2	730
nor4_4	270
a211oi_1	80
buf_4	190
o31ai_1	250
## sequential cells by signal (all words and copies together) (netlist names)
register,count
Ball_Y_Motion,2
Ball_X_Pos,10
Ball_X_Motion,10
Ball_Y_Pos,10
## stage by stage
stage	instance area (µm²)	cells	hold slack (ps)	setup WS, ps
final	2561	343	507.7	2273
after global routing	2561	343	527.6	2204
after CTS	2561	343	512.5	2280
after detailed placement	2469	335	498.3	1980
after global placement	2469	335	485.6	2011
after floorplan	2143	222	466.5	2462
## cell usage in the layout (no fill, tap or decap), types with 2 or more instances in the layout
cell type / count
o21ai_0: 9
xor2_1: 7
o31ai_1: 12
ha_1: 18
a31oi_1: 9
o311ai_0: 2
a21o_1: 3
or4_1: 3
inv_1: 9
nor2_1: 10
o21a_1: 2
a21oi_1: 20
fa_1: 2
xnor2_1: 11
nand3_1: 3
dfstp_2: 6
nor4_1: 6
nand2b_1: 2
nor2b_1: 4
clkinv_2: 2
o41ai_1: 2
conb_1: 10
buf_4: 2
nand2_1: 8
and2_1: 2
nor3_1: 5
clkbuf_8: 6
nand4_1: 3
and4_1: 2
dfrtp_1: 26
clkdlybuf4s50_1: 29
## power breakdown
group	switching, W	internal [W]
Combinational	0.000450	0.000529
Clock	0.0000971	0.000108
Sequential	0.000158	0.000415
Total	0.000705	0.00105
## final cells by class
cell class | instances | area, µm²
clock inverter | 2 | 10.01
multi-input combinational | 166 | 1197
timing repair buffer | 31 | 305.3
tap | 96 | 120.1
fill | 671 | 4233
sequential | 32 | 808.3
inverter | 10 | 37.54
clock buffer | 6 | 82.58
## metal layers
layer / vias up / wire length [µm] / GRT usage / share of wire
li1: 853 / - / - / -
met1: 812 / 2238 / 0.2100 / 0.51
met2: 42 / 1924 / 0.1825 / 0.44
met3: 9 / 134 / 0.01563 / 0.031
met4: 0 / 91 / 0.02424 / 0.021
met5: - / 0 / 0 / 0
## final timing paths
check,cells after the start,slack [ps],to,from
max,5,2270,Ball_Y_Motion[8],keycode[5]
min,1,510,Ball_Y_Pos[0],Ball_Y_Motion[0]
max reg2reg,5,3060,Ball_X_Motion[3],Ball_Y_Pos[1]
min reg2reg,1,510,Ball_Y_Pos[0],Ball_Y_Motion[0]
max in group asynchronous,3,3650,Ball_Y_Pos[7],Reset
min in group asynchronous,3,1120,Ball_X_Pos[1],Reset
## cell families after synthesis
group                    count (synthesis)
AND-OR/OR-AND                           65
XOR/XNOR                                18
adder cells (fa/ha/maj)                 20
buffers and inverters                   24
flip-flops                              32
other                                    2
AND/OR/NAND/NOR                         53
Power is estimated from default activity; no workload was simulated.
