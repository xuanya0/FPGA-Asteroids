===== design/flow/config.mk =====
export PLATFORM = sky130hd
export DESIGN_NAME = keyboard
export DESIGN_NICKNAME = keyboard
export VERILOG_FILES = /design/flow/design.v
export SDC_FILE = /design/flow/constraint.sdc
export NUM_CORES = 4
export LEC_CHECK = 1
export CORE_AREA = 10 10 110 110
export DIE_AREA = 0 0 120 120

===== design/flow/constraint.sdc =====
current_design keyboard

set clk_period 2.5
set clk_io_pct 0.2

create_clock -name clk0 -period $clk_period [get_ports {Clk}]
create_clock -name clk1 -period $clk_period [get_ports {psClk}]

set non_clock_inputs [all_inputs -no_clocks]
set_input_delay [expr $clk_period * $clk_io_pct] -clock clk0 $non_clock_inputs
set_output_delay [expr $clk_period * $clk_io_pct] -clock clk0 [all_outputs]

===== design/flow/design.v =====
module reg_11 (input logic    Clk, Reset, Shift_In, Load, Shift_En,
               input logic [10:0] D,
               output logic    Shift_Out,
               output logic [10:0] Data_Out);
always_ff @ (posedge Clk or posedge Load or posedge Reset)
begin
	if (Reset)
		Data_Out <= 11'h0;
	else if (Load)
		Data_Out <= D;
	else if (Shift_En)
		Data_Out <= {Shift_In,Data_Out[10:1]};
end
assign Shift_Out = Data_Out[0];
endmodule
module Dreg ( input Clk, Load, Reset, D,
				  output logic Q );
always @ (posedge Clk or posedge Reset ) 
begin 
	Q = Q;
	if (Reset) 
		Q = 1'b0;
	else if (Load) 
		Q = D;
end
endmodule
module keyboard(input logic Clk, psClk, psData, reset,
					 output logic w,a,s,d,j,kpu,kpd,kpl,kpr,kpen,
					 output [7:0] c_out, b_out, a_out);
	logic Q1, Q2, en, enable, shiftoutA, shiftoutB, shiftoutC, shiftoutD, Press;
	logic [4:0] Count; 
	logic [10:0] DO_A, DO_B, DO_C;
	logic [7:0] Data;
	logic [9:0] counter;
	assign c_out=DO_C[8:1];
	assign b_out=DO_B[8:1];
	assign a_out=DO_A[8:1];
	logic [7:0] keyCode;
	always@(posedge Clk or posedge reset)
	begin
		if(reset)
		begin
			counter = 10'b0000000000;
			enable = 1'b1;
		end
		else if (counter == 10'b0111111111)
		begin
			counter = 10'b0000000000;
			enable = 1'b1;
		end
		else 
		begin
			counter += 1'b1;
			enable = 1'b0;
		end
	end
	always@(posedge Clk)
	begin
		if(enable==1)
		begin
			if((reset)|| (Count==5'b01011))    
				Count <= 5'b00000;
		else if(Q1==0 && Q2==1)
			begin  			
				Count += 1'b1;
				en = 1'b1;
			end
		end
	end
	logic [3:0] bit11;
	always@(posedge psClk or posedge reset)
	begin
		if(reset)
			bit11=0;
		else if (bit11==4'b1010)
			bit11=0;
		else
			bit11 = bit11+1;
	end
	always@(posedge Clk)
	begin
		if (reset)
		begin
			w=0;
			a=0;
			s=0;
			d=0;
			j=0;
			kpu=0;
			kpd=0;
			kpl=0;
			kpr=0;
			kpen=0;
		end
		if(bit11==0)
		begin
			case(DO_C[8:1])
			8'h1D : if(DO_B[8:1] == 8'hF0) w= 0; else w=1;
			8'h1B : if(DO_B[8:1] == 8'hF0) s= 0; else s=1;
			8'h1C : if(DO_B[8:1] == 8'hF0) a= 0; else a=1;
			8'h23 : if(DO_B[8:1] == 8'hF0) d= 0; else d=1;
			8'h3B : if(DO_B[8:1] == 8'hF0) j= 0; else j=1;
			8'h75 : if(DO_B[8:1] == 8'hF0) kpu= 0; else kpu=1;
			8'h6B : if(DO_B[8:1] == 8'hF0) kpl= 0; else kpl=1;
			8'h72 : if(DO_B[8:1] == 8'hF0) kpd= 0; else kpd=1;
			8'h74 : if(DO_B[8:1] == 8'hF0) kpr= 0; else kpr=1;
			8'h5A : if(DO_B[8:1] == 8'hF0) kpen= 0; else kpen=1;
			endcase
		end
	end
	Dreg Dreg_instance1 ( .*,
								 .Load(enable),
								 .Reset(reset), 
								 .D(psClk),
								 .Q(Q1) );
   Dreg Dreg_instance2 ( .*,
								 .Load(enable),
								 .Reset(reset), 
								 .D(Q1),
								 .Q(Q2) );
	reg_11 reg_C(
					.Clk(psClk),
					.Reset(reset), 
					.Shift_In(psData), 
					.Load(1'b0), 
					.Shift_En(en),
					.D(11'd0),
					.Shift_Out(shiftoutC),
					.Data_Out(DO_C)
					);
	reg_11 reg_B(
					.Clk(psClk),
					.Reset(reset), 
					.Shift_In(shiftoutC), 
					.Load(1'b0), 
					.Shift_En(en),
					.D(11'd0),
					.Shift_Out(shiftoutB),
					.Data_Out(DO_B)
					);
	reg_11 reg_A(
					.Clk(psClk),
					.Reset(reset), 
					.Shift_In(shiftoutB), 
					.Load(1'b0), 
					.Shift_En(en),
					.D(11'd0),
					.Shift_Out(shiftoutA),
					.Data_Out(DO_A)
					);
	assign keyCode=Data;
	assign press=Press;
endmodule 

===== design/flow/run.sh =====
#!/bin/bash
# OpenROAD 26Q1-2900-gdf79404cd8, Yosys 0.63+post, stock flow scripts
make -C /OpenROAD-flow-scripts/flow DESIGN_CONFIG=/design/flow/config.mk WORK_HOME=/design/flow/orfs finish

==> flow_metrics.env <==
# yosys + openroad results
export IMPL_drt_total_wl_um=3680
export IMPL_grt_pass1_vias=1001
export IMPL_cts_resized=0
export IMPL_common_cells="36 x dfrtp_1, 24 x buf_4, 13 x nand2_1, 11 x mux2i_1, 11 x nand4_1"
export IMPL_final_max_slew_viol_count=0
export IMPL_cts_hold_buf=0
export IMPL_finalHoldViolCount=0
export IMPL_synth_async_sr_flop_share_pct=78.3
export IMPL_crit_cells=1
export IMPL_vias=1012
export IMPL_yosys_area_share_adder_pct=0
export IMPL_rsz0062_at_grt="no"
export IMPL_grt_max_degree=21
export IMPL_path_delay_family="buffers and inverters"
export IMPL_min_path_cells=0
export IMPL_critPathLaunchType="flip-flop"
export IMPL_postRouteAntennaNets=0
export IMPL_dpl_cell_area_um2=2050
export IMPL_worst_slew_pin_slew_ns=0.522
export IMPL_xor_share_pct=0.518
export IMPL_vias_per_cell=3.51
export IMPL_ys_sh_aoi_pct=1.55
export IMPL_clkTransAtPathRegs_ns=0.08
export IMPL_synth_area_um2=1690
export IMPL_setup_tns_ns=0
export IMPL_num_io_pins=38
export IMPL_dp_hpwl_um=2720
export IMPL_required_ns=2.00
export IMPL_ys_area_um2=1690
export IMPL_criticalPathCategory="reg -> out"
export IMPL_drive_above_1_share_pct=11.0
export IMPL_fillers=1025
export IMPL_highest_signal_layer="met4"
export IMPL_hold_ws_ns=0.351
export IMPL_postLayoutCoreUtil_pct=22.7
export IMPL_synth_area_top_cells="dfrtp_1 53%, dfxtp_1 12%, buf_4 11%, mux2i_1 6.5%, nand4_1 4.1%"
export IMPL_cp_slowest_cell="clkdlybuf4s50_1"
export IMPL_grt_pass1_wl_um=5800
export IMPL_edf_count=0
export IMPL_postLayoutCellArea_um2=2220
export IMPL_wire_per_inst_um=12.8
export IMPL_cts_tree="done"
export IMPL_drt_pass1_iterations=4
export IMPL_area_growth_pct=31.0
export IMPL_numPortBuffers=36
export IMPL_yosys_most_used_dff="dfrtp_1"
export IMPL_ys_warn_count=5
export IMPL_wl_met1_um=1690
export IMPL_powerDensity_nw_per_um2=706
export IMPL_worstPathMaxFanout=7
export IMPL_drt_iter0_drc=53
export IMPL_n_antenna_cell=0
export IMPL_route_met2_wl_um=1630
export IMPL_rr_worst_depth=3
export IMPL_top_cell="dfrtp_1"
export IMPL_place_congestion=0.775
export IMPL_fin_skew_ns=0.00463
export IMPL_dieArea_um2=14400
export IMPL_critPathMaxStageDelay_ns=0.53
export IMPL_met3_length_um=323
export IMPL_logic_family="simple AND/OR/NAND/NOR gates"
export IMPL_timing_slew_headroom_pct=64.7
export IMPL_fp_dieH_um=120
export IMPL_cp_arrival_ns=1.29
export IMPL_drc_errors=0
export IMPL_synth_seq_share_pct=65.1
export IMPL_fp_dieW_um=120
export IMPL_rows=36
export IMPL_gr_total_overflow=0
export IMPL_critPathBufInv=1
export IMPL_crit_chain="clkdlybuf4s50_1"
export IMPL_ys_ff=46
export IMPL_hold_path_class="reg -> reg"
export IMPL_top_cell_area_share_pct=53.3
export IMPL_peakVddDrop_mv=0.229
export IMPL_ys_cells=130
export IMPL_synth_cell_types=24
export IMPL_cts_setup_buffers=0
export IMPL_fp_util_pct=17.3
export IMPL_critPathCaptureType="output port"
export IMPL_grt_usage_pct=5.13
export IMPL_netlist_instances=130
export IMPL_status="completed"
export IMPL_syn_avg_cell_area_um2=13.0
export IMPL_core_um2=9770
export IMPL_p_leak_nw=0.922
export IMPL_tool_warnings=26
export IMPL_simple_gate_share_pct=15.0
export IMPL_antenna_found_initial=0
export IMPL_setup_viol=0
export IMPL_max_cap_viol_count=0
export IMPL_yosys_area_top_type="dfrtp_1"
export IMPL_synthMuxAreaShare_pct=6.51
export IMPL_cts_sinks=46
layer usage:
layer	global-route usage, %	up-vias
met1	7.11	496
met3	2.48	4
li1	-	474
met2	7.15	38
met4	1.06	0
met5	0	-
metrics by stage:
step	power, mW	worst slack (ns)	std cells
finish	1.57	0.713	288
global route	1.65	0.644	288
CTS	1.60	0.692	288
detailed placement	0.874	0.744	276
global placement	0.873	0.774	276
floorplan	0.839	0.361	130
where the power goes:
group          switching, mW  internal [mW]
Sequential            0.0206          0.768
Clock                  0.275          0.433
Combinational         0.0251         0.0425
Total                  0.321           1.24
state kept, by name, indices dropped and copies added, names as in the netlist:
name            count
reg_B.Data_Out     11
reg_C.Data_Out     11
reg_A.Data_Out     10
bit11               4
a                   1
d                   1
j                   1
kpd                 1
kpen                1
kpl                 1
kpr                 1
kpu                 1
s                   1
w                   1
final cells by class:
class / count / area [µm²] / share of cell area, %
Clock inverter: 3 / 42.5 / 1.92
Clock buffer: 9 / 124 / 5.59
Tap cell: 133 / 166 / 7.51
Multi-Input combinational cell: 57 / 399 / 18.0
Timing Repair Buffer: 38 / 375 / 16.9
Sequential cell: 46 / 1100 / 49.7
Inverter: 2 / 7.51 / 0.339
kinds of logic (layout without fill, tap and decap cells):
kind of cell,count (synthesis),in the layout
XOR/XNOR,1,1
buffers and inverters,27,52
AND/OR/NAND/NOR,41,41
AND-OR/OR-AND,4,4
flip-flops,46,46
multiplexers,11,11
worst paths after layout:
check	from	to	slack [ns]
setup / recovery	reg_C.Data_Out[8]	c_out[7]	0.71
max in group clk1	bit11[2]	bit11[3]	1.47
min in group asynchronous	reset	bit11[3]	0.47
hold reg to reg	reg_C.Data_Out[9]	reg_C.Data_Out[8]	0.35
setup reg to reg	reg_B.Data_Out[2]	d	0.87
min in group clk0	s	s	0.47
hold / removal	reg_C.Data_Out[9]	reg_C.Data_Out[8]	0.35
max in group asynchronous	reset	reg_A.Data_Out[7]	1.44
cell usage in the layout, fill, tap and decap left out:
cell type and instances:
dfrtp_1 36, inv_1 1, clkinv_1 1, nor2_2 1, nand4_1 11, nor2_1 1, clkinvlp_4 1, nor4bb_1 2
bufinv_16 1, a31oi_1 1, and3b_1 2, clkbuf_8 9, or4_1 1, xnor2_1 1, nor3b_1 1, nand2_1 13
nand2b_1 1, o21ai_0 2, mux2i_1 11, nor3_1 1, nor4_4 1, clkinv_2 1, and4b_1 1, and2_1 1
buf_4 2, nor2b_1 4, dfxtp_1 10, clkdlybuf4s50_1 36, a22o_2 1
Power and IR drop assume default switching activity.
